[run.sh]
#!/bin/bash
# OpenROAD 26Q1-2900-gdf79404cd8, Yosys 0.63+post, stock flow scripts
make -C /OpenROAD-flow-scripts/flow DESIGN_CONFIG=/design/flow/config.mk WORK_HOME=/design/flow/orfs finish
[config.mk]
export PLATFORM = sky130hd
export DESIGN_NAME = vending
export DESIGN_NICKNAME = vending
export VERILOG_FILES = /design/flow/design.v
export SDC_FILE = /design/flow/constraint.sdc
export NUM_CORES = 4
export LEC_CHECK = 1
export CORE_AREA = 10 10 81 81
export DIE_AREA = 0 0 91 91
[constraint.sdc]
current_design vending

set clk_period 3.6
set clk_io_pct 0.2

create_clock -name clk0 -period $clk_period [get_ports {clk}]

set non_clock_inputs [all_inputs -no_clocks]
set_input_delay [expr $clk_period * $clk_io_pct] -clock clk0 $non_clock_inputs
set_output_delay [expr $clk_period * $clk_io_pct] -clock clk0 [all_outputs]
[design.v]
module vending(
    input clk,
    input rst,
    input [4:0] in,
    input [4:0] extra_cash,
    input [1:0]choice,
    output reg[4:0]change,
    output reg howrah,manikaran,esplanade
    );
    parameter [1:0]zero=2'b00;
    parameter [1:0]ten=2'b01;
    parameter [1:0]fifteen=2'b10;
    parameter [1:0]twenty=2'b11;
    parameter [1:0]sel_howrah=2'b01;
    parameter [1:0]sel_manikaran=2'b10;
    parameter [1:0]sel_esplanade=2'b11;
    parameter [4:0]m_10=5'd10;
    parameter [4:0]m_15=5'd15;
    parameter [4:0]m_25=5'd25;
    reg [2:0]c_s,n_s;
    initial
    begin
      c_s <= zero;
      n_s <= zero;
     end
    always @(posedge clk)
        if(rst) begin
         c_s <=0;
          n_s<=0;
          end
        else begin
           c_s=n_s;
           case(c_s)
             zero: if(in==m_10 && choice==sel_howrah)
                     n_s<= ten;
                   else if( in==m_15 && choice==sel_manikaran)
                     n_s<= fifteen;
                   else if( in==m_25 && choice==sel_esplanade)
                     n_s<= twenty;
              ten: if(in==m_10 && choice==sel_howrah)
                     n_s<= ten;
                   else if( in==m_15 && choice==sel_manikaran)
                     n_s<= fifteen;
                   else if( in==m_25 && choice==sel_esplanade)
                     n_s<= twenty;
             fifteen: if(in==m_10 && choice==sel_howrah)
                     n_s<= ten;
                   else if( in==m_15 && choice==sel_manikaran)
                     n_s<= fifteen;
                   else if( in==m_25 && choice==sel_esplanade)
                     n_s<= twenty;
             twenty: if(in==m_10 && choice==sel_howrah)
                     n_s<= ten;
                   else if( in==m_15 && choice==sel_manikaran)
                     n_s<= fifteen;
                   else if( in==m_25 && choice==sel_esplanade)
                     n_s<= twenty;
               default: n_s<= zero;
endcase
end
 always @(posedge clk)
     begin
        howrah <= 1'b0;
        manikaran <= 1'b0;
        esplanade <= 1'b0;
         case(c_s)
           zero:begin
                  howrah<=1'b0;
                  manikaran<=1'b0;
                  esplanade<=1'b0;
                  change=in; 
                  end 
            ten: begin
                if(in==m_10)
                 begin
                   howrah<=1'b1;
                   manikaran<=1'b0;
                   esplanade<=1'b0;
                   change=in-10; 
                  end 
               else if( in==m_15)
                  begin
                   howrah<=1'b1;
                   manikaran<=1'b0;
                   esplanade<=1'b0;
                   change=in-10; 
                  end 
                else if( in==m_25)
                  begin
                   howrah<=1'b1;
                   manikaran<=1'b0;
                   esplanade<=1'b0;
                   change=in-10; 
                  end 
                end      
              fifteen: begin
                if(in==m_10)
                 begin
                   howrah<=1'b0;
                   manikaran<=1'b0;
                   esplanade<=1'b0;
                   if(extra_cash==m_10)
                     begin
                       howrah<=1'b0;
                       manikaran<=1'b1;
                      esplanade<=1'b0;
                      change=in-5;
                     end 
                     else change=5'd10;
                  end 
               else if( in==m_15)
                  begin
                   howrah<=1'b0;
                   manikaran<=1'b1;
                   esplanade<=1'b0;
                   change=in-10; 
                  end 
                else if( in==m_25)
                  begin
                   howrah<=1'b0;
                   manikaran<=1'b1;
                   esplanade<=1'b0;
                   change=in-10; 
                  end 
                end      
               twenty: begin
                if(in==m_10)
                 begin
                   howrah<=1'b0;
                   manikaran<=1'b0;
                   esplanade<=1'b0;
                   if(extra_cash==m_10)
                     begin
                       howrah<=1'b0;
                       manikaran<=1'b0;
                       esplanade<=1'b1;
                     end 
                     else change=5'd10;
                  end 
               else if( in==m_15)
                  begin
                   howrah<=1'b0;
                   manikaran<=1'b0;
                   esplanade<=1'b0;
                     if(extra_cash==m_10)
                     begin
                       howrah<=1'b0;
                       manikaran<=1'b0;
                       esplanade<=1'b1;
                       change=5'd5;
                     end 
                     else change=5'd15;
                  end 
                else if( in==m_25)
                  begin
                   howrah<=1'b0;
                   manikaran<=1'b0;
                   esplanade<=1'b1;
                   change=in-20; 
                  end
                 end
                  default: begin
                     howrah<=1'b0;
                       manikaran<=1'b0;
                       esplanade<=1'b0;
                       change=5'd0;
                      end
                     endcase
                     end
        endmodule
==> results_slide.txt <==
Flow Results at a Glance

Clocking
  • Late-Pin Clk Latency: about 240 ps
  • H-tree levels: 1
  • CTS Hold Buffers Added: 0
  • Post-cts sizing count: 0
  • Root Driver: clkbuf_8
  • TritonCTS sink count: 12
  • CTS tree: yes
  • CTS clk-pin slew, worst paths: ~50 ps
  • Setup bufs post-CTS: 0
  • CTS max path bufs: 2
  • CTS Buf Count: 3

Synth
  • Syn. warnings: 1
  • Synth Instances: approximately 120
  • Chip Area, Yosys: about 980 um^2
  • Yosys cell count: 116
  • Leading cell type by number of instances after synthesis: a21oi_1
  • Number of flops mapped to enable cells by yosys: 5
  • Synth top area share: 0.153
  • FFs w/ async S/R, synth: 0
  • Commonest flop: dfxtp_1
  • Distinct lib cells: 34
  • Mapped Area: roughly 980 um^2
  • Synth Seq Share: 0.296
  • Yosys top cell by area: edfxtp_1
  • Syn Area/Cell: around 8.5 um^2
  • Post-synth top cells: a21oi_1, ha_1, nand2_1
  • Top cells, area: edfxtp_1, dfxtp_1, ha_1, a21oi_1, nand2_1
  • Yosys reg bits: 12

Critical path
  • Crit path DRT: approximately 3600 ps
  • Crit Path Class: primary input to register
  • WP data arrival: about 2800 ps
  • Critical Path Source Type: primary input
  • Top fanout value on the critical path: 15
  • Crit. End Element: register

Pwr
  • Seq pwr share: 0.438
  • VDD IR max: 0.168 mV
  • Pleak: slightly above 0.0005 uW
  • Clock power share: 0.355
  • Power share of the combinational group: 0.207
  • Sw power: ~85 uW
  • Sw Ratio: 0.247
  • Pwr dens: about 270 nW/um^2
  • Internal: between 200 and 300 uW

Floorplanning
  • Row count: 25
  • DIE WIDTH: just over 90 um
  • Core footprint: about 4800 um^2
  • Chip area: between 8000 and 9000 um^2
  • Boundary pin count: 22
  • Die height: roughly 91 um
  • Fp_density: 0.204

STA
  • Worst-Margin Slew: approximately 470 ps
  • Clk_skew: roughly 1.5 ps
  • Slew HR: 0.685
  • Final setup viols: 0
  • RSZ-0062 raised after global routing: false
  • Cycle use final: 0.775
  • Fin Hold WS: 462 ps
  • Fin crit period: approximately 2800 ps
  • Slew Limit Fails: 0
  • Total negative slack: 0 ps
  • Final hold vios: 0
  • Peak Freq: roughly 360 MHz

Job
  • Tool warnings: 33
  • Max cap viols: 0

Layout
  • Layout cells sized above 1: 0.0292
  • Final Cell Area: ~1300 um^2
  • Final design utilization: 0.269
  • Area growth syn-to-layout: 31.8%
  • Final std cells w/o fill: a little over 200

Global routing
  • Initial antenna violation count: 0
  • Gr usage total: 0.0622
  • Wire length of the first global-routing pass: approximately 4400 um
  • Largest net degree at the start of global routing: 16
  • Vias in the first global route: between 900 and 1000
  • GRT overflow: 0

Routing
  • Antenna Violating Nets Remaining: 0
  • Number of antenna diodes: 0
  • DRC Markers: 0
  • Post-DR vias/cell: roughly 4.6
  • DRT iter0 DRCs: ~130
  • DR vias: roughly 930
  • Pre-Repair DR Iteration Count: 4
  • WL per Instance: 12.5 um
  • Detailed Route WL: between 2000 and 3000 um

Hold path
  • Min-delay worst type: register to register

Place
  • Port bufs: 21
  • DP HPWL: about 2100 um
  • Post-DP Area: ~1200 um^2
  • Gpl congestion: around 0.91
  • Placed insts: ~200

Run status
  • Outcome: finished, final reports clean
==> layer usage <==
layer	global-route usage	vias to the layer above	wire length, um
met3	0.0216	2	238
met5	0	-	0
met4	0.00392	0	6
met1	0.0843	425	1120
met2	0.0984	32	1190
li1	-	474	-
==> cells in the final DEF, fill, tap and decap left out, types with 3 or more instances in the layout <==
cell type and count:
inv_1 6, nand2_1 10, and3b_1 3, nor2_1 5
ha_1 11, clkdlybuf4s50_1 21, dfxtp_1 7, edfxtp_1 5
a21oi_1 14, o21ai_0 7, clkbuf_8 3, a31oi_1 3
nand2b_1 3, a22oi_1 3, o21ai_1 4, nand3b_1 3
a21o_1 3, xor2_1 3, nor2b_1 3
==> state kept, by name (all words and copies together) (netlist names) <==
name       cells
n_s            2
esplanade      1
c_s            2
manikaran      1
change         5
howrah         1
==> power by group through the flow <==
| stage | logic, uW | clock network [uW] | registers, uW |
|---|---|---|---|
| final | 71.6 | 123 | 151 |
| after global routing | 79.7 | 134 | 152 |
| after CTS | 72.1 | 125 | 152 |
==> final timing paths <==
kind | startpoint | end | slack (ps) | cells past startpoint
worst min register to register | n_s[1] | c_s[1] | 460 | 2
worst min-delay path | n_s[1] | c_s[1] | 460 | 2
worst max register to register | c_s[1] | change[4] | 2270 | 4
worst max-delay path | in[2] | change[4] | 810 | 7
==> worst max-delay path: stages <==
cell and delay (ps):
clkdlybuf4s50_1 550, inv_1 170, ha_1 290, and3b_1 500, o21ai_0 180, a22oi_1 280
o21ai_2 90
==> logic make-up after synthesis <==
family / synth area share
compound gates: 0.308
xor+xnor: 0.0357
flops: 0.296
buf+inv: 0.0497
simple gates: 0.171
fa+ha+maj: 0.140
==> per-stage QoR <==
step / worst slack [ps] / total power, uW
final: 809 / 346
after detailed placement: 607 / 226
after global placement: 587 / 227
after global routing: 664 / 367
after floorplan: 1520 / 188
after CTS: 862 / 349
==> final cells by class <==
cell class,count,area [um^2]
inverters,6,22.5
clock inverters,1,3.75
fillers,530,3520
clock buffers,3,41.3
multi-input cells,94,643
flip-flops and latches,12,290
repair buffers,21,210
well taps,67,83.8
Power and IR drop assume default switching activity.
